`flow/config.mk`:
```
export PLATFORM = sky130hd
export DESIGN_NAME = mysource
export DESIGN_NICKNAME = mysource
export VERILOG_FILES = /design/flow/design.v
export SDC_FILE = /design/flow/constraint.sdc
export NUM_CORES = 4
export LEC_CHECK = 1
export CORE_AREA = 10 10 70 70
export DIE_AREA = 0 0 80 80
```
`flow/constraint.sdc`:
```
current_design mysource

set clk_period 2.9
set clk_io_pct 0.2

create_clock -name clk0 -period $clk_period

set non_clock_inputs [all_inputs -no_clocks]
set_input_delay [expr $clk_period * $clk_io_pct] -clock clk0 $non_clock_inputs
set_output_delay [expr $clk_period * $clk_io_pct] -clock clk0 [all_outputs]
```
`flow/design.v`:
```
`timescale 1ns/1ns
module mysource(A,B,C,D,E,ALARM);
input A,B,C,D,E;
output ALARM;
wire w1, w2, w3, w4,w5,w6,w7;
Dcd2x4 dcd(D,E,w7,w1,w2,w6);
not (w5, D);
not (w4, w2);
not (w3,w1);
Mux8to1 mux(w4, w5, w1, w3, w1, w1, w2, D, A, B, C, ALARM);
endmodule
`timescale 1ns/1ns
module Mux8to1(I7, I6, I5, I4, I3, I2, I1, I0, S2, S1, S0, ALARM);
input I0, I1, I2, I3, I4, I5, I6, I7;
input S0, S1, S2;
output ALARM;
reg ALARM;
always @(I7, I6, I5, I4, I3, I2, I1, I0, S2, S1, S0)
  begin
    if(S2==0 && S1 == 0 && S0==0)
      ALARM <= I0;
    else if( S2==0 && S1 == 0 && S0==1 )
      ALARM <= I1;
    else if( S2==0 && S1 == 1 && S0==0 )
      ALARM <= I2;
    else if(S2 == 0 && S1 == 1 && S0 == 1)
     ALARM<= I3;
    else if(S2 == 1 && S1 == 0 && S0 == 0)
     ALARM<= I4;
    else if(S2 == 1 && S1 == 0 && S0 == 1)
     ALARM <= I5;
    else if(S2 == 1 && S1 == 1 && S0 == 0)
     ALARM <= I6;
    else if(S2 == 1 && S1 == 1 && S0 == 1)
      ALARM <= I7;
  end
endmodule
module Dcd2x4(I1, I0, D3, D2, D1, D0);
 input I1, I0;
 output D3, D2, D1, D0;
 reg D3, D2, D1, D0;
 always @(I1, I0)
 begin
 if (I1==0 && I0==0)
 begin
 D3 <= 1; D2 <= 0; D1 <= 0; D0 <= 0;
 end
 else if (I1==0 && I0==1)
 begin
 D3 <= 0; D2 <= 1; D1 <= 0; D0 <= 0;
 end
 else if (I1==1 && I0==0)
 begin
 D3 <= 0; D2 <= 0; D1 <= 1; D0 <= 0;
 end
 else
 begin
 D3 <= 0; D2 <= 0; D1 <= 0; D0 <= 1;
 end
 end
endmodule 
```
`flow/run.sh`:
```
#!/bin/bash
# OpenROAD 26Q1-2900-gdf79404cd8, Yosys 0.63+post, stock flow scripts
make -C /OpenROAD-flow-scripts/flow DESIGN_CONFIG=/design/flow/config.mk WORK_HOME=/design/flow/orfs finish
```
==> results.cfg <==
; flow metrics
[setup_path]
crit_fanout = 5
crit_path_end_kind = primary output
critPathRequiredTime_ps = 2320
critPathLaunchType = input port
crit_arrival_ps = 2150
path_class = in -> out

[yosys]
synthesis.area_sq_um = 82.58
synth.avg_cell_area_sq_um = 7.507
yosys_cells = 11
synth.distinct_cells = 10
syn_inst = 11
ys_chip_area_sq_um = 82.58
ys_warn_count = 2
synth_flops = 1

[final_timing]
untimed_endpoints = 1
setup_slack_ps = 169.3
rsz0062_at_grt = no
maxSlewViolCount = 0
unclocked_pins = 1
hold_viol = 0
min_period_ps = 2731
setup_viol = 0
post-route-period-util_pct = 94.16
max_freq_ghz = 0.3662

[grt]
grt_pass1_vias = 77
overflow = 0
grt_max_degree = 6
grt_pass1_wl_um = 400
antenna_found_initial = 0
track_usage_pct = 0.7392

[power]
p_leak_uw = 0.00006504
power_density_nw_per_um2 = 82.86
ir_worst_vdd_uv = 5.833

[floorplan]
io_pins = 6
die-area_sq_um = 6400
die_w_um = 80
coreArea_sq_um = 3416
core_util_floorplan_pct = 2.418
die_height_um = 80
num_rows = 21

[run]
openroad.warnings = 32
drv_cap = 0

[routing]
vias = 108
drc = 0
wl_um = 289
dr.pass1.iters = 4
antenna_left = 0
wl_per_cell_um = 4.587
insertedDiodeCount = 0
via_per_inst = 1.714
drtIter0Drc = 3

[layout]
largestRegisters = mux.ALARM x1
drive_gt1_share_pct = 17.65
seq_area_sq_um = 15.01
largest_reg_flops = 1
largest-register = mux.ALARM
synthToLayoutAreaGrowth_pct = 121.2
comb_area_sq_um = 67.56
fill_cells = 417

[place]
pre_cts_slack_ps = -261.2
port_buffers = 6
gp_congestion = 0.6888

[clock_network]
ctsHoldBuffers = 0

[outcome]
status = finished clean
[cells in the final DEF, fill, tap and decap left out, drive strengths merged]
| cell type | n |
|---|---|
| a21o | 1 |
| a21oi | 1 |
| nor4b | 2 |
| nand3 | 1 |
| o21ai | 1 |
| clkdlybuf4s50 | 1 |
| nor3b | 1 |
| or4 | 1 |
| dlxtn | 1 |
| clkbuf | 3 |
| dlygate4sd2 | 2 |
| conb | 1 |
| and3b | 1 |
[worst max-delay path, stage by stage]
cell,delay [ps]
clkbuf_2,120
and3b_1,180
or4_1,510
a21o_1,160
dlxtn_1,220
clkdlybuf4s50_1,390
[where the power goes]
| group | internal (uW) | total, uW | switching, uW | leakage [uW] |
|---|---|---|---|---|
| clock | 0 | 0 | 0 | 0 |
| sequential | 1.68 | 1.85 | 0.171 | 0.00000809 |
| combinational | 7.81 | 13.3 | 5.48 | 0.0000570 |
[final cells by class]
type,instances,share of cell area (%)
flip-flops and latches,1,8.219
well taps,46,31.51
repair buffers,6,23.29
multi-input cells,10,36.99
[cell usage after synthesis, drive strengths merged]
| cell | n | area share, % |
|---|---|---|
| nand3 | 1 | 6.1 |
| o21ai | 1 | 6.1 |
| nor4b | 2 | 21 |
| dlxtn | 1 | 18 |
| a21o | 1 | 9.1 |
| or4 | 1 | 9.1 |
| conb | 1 | 4.5 |
| a21oi | 1 | 6.1 |
| nor3b | 1 | 9.1 |
| and3b | 1 | 11 |
[stage by stage]
step           cells  power, uW  setup TNS [ps]  util (%)  instance area (sq um)
6_report          63      15.14               0     5.348                  182.7
5_1_grt           63      16.66               0     5.348                  182.7
4_1_cts           63      16.15               0     5.714                  195.2
3_5_place_dp      63      18.40          -261.2     5.861                  200.2
3_3_place_gp      63      17.85          -236.1     5.861                  200.2
2_1_floorplan     11      6.720               0         -                  82.58
[cell families after synthesis]
family,share of synthesized area [%]
AND-OR/OR-AND,21.20
latches,18.18
other,4.541
AND/OR/NAND/NOR,56.07
[how the worst max path moves through the flow]
stage         depth (start not counted)  start  slack (ps)     to
CTS                                   6      A           5  ALARM
global route                          6      B         110  ALARM
finish                                6      B         170  ALARM
[metal layers]
metal / routed length (um) / share of wire, % / vias up / global-route usage (%)
li1: - / - / 55 / -
met1: 137 / 47 / 49 / 1.056
met2: 118 / 41 / 4 / 1.124
met3: 33 / 11 / 0 / 0.2273
met4: 0 / 0 / 0 / 0
met5: 0 / 0 / - / 0
[timing repair]
item                                    CTS  global route
resized                                   6             5
hold endpoints to repair                  0             0
endpoints found under the setup margin    1             1
buffers inserted                          0             0
pin swaps                                 0             0
Power figures rest on the tool's default switching activity, not on a simulated workload.
